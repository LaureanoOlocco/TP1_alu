<file path="config.mk">
export PLATFORM = sky130hd
export DESIGN_NAME = top_alu
export DESIGN_NICKNAME = top_alu
export VERILOG_FILES = /design/flow/design.v
export SDC_FILE = /design/flow/constraint.sdc
export NUM_CORES = 4
export LEC_CHECK = 1
export CORE_UTILIZATION = 50
</file>
<file path="constraint.sdc">
current_design top_alu

set clk_period 5.9
set clk_io_pct 0.2

create_clock -name clk0 -period $clk_period [get_ports {clk}]

set non_clock_inputs [all_inputs -no_clocks]
set_input_delay [expr $clk_period * $clk_io_pct] -clock clk0 $non_clock_inputs
set_output_delay [expr $clk_period * $clk_io_pct] -clock clk0 [all_outputs]
</file>
<file path="design.v">
module ALU 
#(
    parameter NB_DATA = 8,         
    parameter NB_OP   = 6          
)
(
    input  wire                           i_valid,     
    input  wire signed  [NB_DATA - 1 : 0] i_data_a,    
    input  wire signed  [NB_DATA - 1 : 0] i_data_b,    
    input  wire         [NB_OP   - 1 : 0] i_op    ,    
    output wire  signed [NB_DATA - 1 : 0] o_result     
);
    reg signed [NB_DATA-1:0] result                    ;
    reg signed [NB_DATA-1:0] feedback = {NB_DATA{1'b0}};
always @(*) 
begin
    case (i_op)
        6'b100000: result = i_data_a +   i_data_b ;  
        6'b100010: result = i_data_a -   i_data_b ;  
        6'b100100: result = i_data_a &   i_data_b ;  
        6'b100101: result = i_data_a |   i_data_b ;  
        6'b100110: result = i_data_a ^   i_data_b ;  
        6'b000011: result = i_data_a >>> i_data_b ;  
        6'b000010: result = i_data_a >>  i_data_b ;  
        6'b100111: result = ~(i_data_a | i_data_b);  
        default:   result = {NB_DATA{1'b0}}       ;  
    endcase
    feedback <= i_valid ? result : feedback;
end
    assign o_result = i_valid ? result : feedback;
endmodule
module top_alu
#(
    parameter NB_DATA = 8,       
    parameter NB_OP   = 6        
)
(   
    input  wire                          clk      ,
    input  wire                          i_valid  ,
    input  wire        [2           : 0] i_btn    ,
    input  wire signed [NB_DATA - 1 : 0] i_sw_data,
    input  wire                          i_rst    ,
    output wire signed [NB_DATA - 1 : 0] o_led       
);
    reg signed [NB_DATA - 1 : 0] data_a; 
    reg signed [NB_DATA - 1 : 0] data_b;
    reg        [NB_OP   - 1 : 0] op    ;
    ALU #(
        .NB_DATA(NB_DATA ),
        .NB_OP  (NB_OP   )
    ) alu_instance (
        .i_data_a(data_a ),
        .i_data_b(data_b ),
        .i_op    (op     ),
        .i_valid (i_valid),
        .o_result(o_led  )
    );
    always@(posedge clk or posedge i_rst) begin
        if (i_rst) begin
            data_a <= 0;
            data_b <= 0;
            op     <= 0;
        end
        else begin
            if(i_btn[0])begin
                data_a <= i_sw_data;
            end
            else if (i_btn[1]) begin
                data_b <= i_sw_data;
            end
            else if(i_btn[2])begin
                op <= i_sw_data[NB_OP-1:0];
            end
        end    
    end    
endmodule
</file>
<file path="run.sh">
#!/bin/bash
# OpenROAD 26Q1-2900-gdf79404cd8, Yosys 0.63+post, stock flow scripts
make -C /OpenROAD-flow-scripts/flow DESIGN_CONFIG=/design/flow/config.mk WORK_HOME=/design/flow/orfs finish
</file>
==> results.yml <==
# flow metrics
grt:
  met3_usage_pct: 1.511
  gr-usage-met1_pct: 41.49
  met2_usage_pct: 42.84
  grt_pass1_vias: 2088
  grt_usage_pct: 26.90
  antenna_found_initial: 0
  busiest_layer: "met2"
  grt_pass1_wl_um: 10750
  grt-ovfl-total: 0
  grt_start_max_net_pins: 23
cts:
  clock_latency_ps: 250
  h-tree-depth: 1
  postCtsSetupBuffers: 0
  cts_hold_buffers: 0
  numCtsBuffers: 3
  cts_tree: "built"
  clockBufferDepth: 2
  clkSlewWorstSetupHoldPaths_ps: 70
  cts-resized-gates: 0
  cts-root-buf: "clkbuf_8"
synth:
  ys_cells: 299
  ys_ff: 30
  syn_area_per_cell_um2: 8.813
  yosysUniqueCellTypes: 55
  netlist_area_um2: 2635
  synth_warnings: 2
  yosys.area.top_type: "dfrtp_1"
  topCellsByArea: "dfrtp_1 21%, ha_1 11%, mux2_2 8.1%"
  ys_area_um2: 2635
  yosysTopAreaCellShare_pct: 20.89
  ff_type: "dfrtp_1"
  synth_async_sr_flop_share_pct: 73.33
  synth_cells: 299
  synth-edff-count: 0
pwr:
  p_per_area_nw_per_um2: 223.9
  ir_drop_mv: 0.1775
  seq_power_share_pct: 35.2
  internal_power_w: 0.0003910
  swShare_pct: 40.35
  leakagePower_nw: 1.277
  p_switching_w: 0.0002645
  pwr-share-clk_pct: 13.4
  power_frac_comb_pct: 51.4
die:
  ios: 22
  die_height_um: 74.60
  dieArea_um2: 5564
  die_w_um: 74.60
  rows: 26
  core_area_um2: 5075
  fp-utilization_pct: 51.92
route:
  via_per_inst: 5.947
  wl_per_cell_um: 17.35
  ant_nets: 0
  dr.first_iter.drc_count: 174
  drc: 0
  antennaDiodeCount: 0
  vias: 2260
  drt_wl_total_um: 6592
  drt_pass1_iterations: 7
run:
  maxCapViolCount: 0
  tool_warnings: 34
setup_path:
  crit_fanout: 18
  slowest_delay_ps: 790
  required_ps: 4720
  worstPathArrival_ps: 3730
  cp-end-kind: "output pin"
  path_cells: "inv_1, ha_1, nor2_1, xnor2_1, ha_1, nor2b_1, o31a_1, o21a_1, o21ai_0, nand3b_1, a31oi_1, clkdlybuf4s50_1"
  crit_type: "reg2out"
  critPathMostFrequentCell: "ha_1"
  slowest_stage: "dfrtp_1"
  startpoint_type: "register"
final_timing:
  finalSetupViolCount: 0
  period_used_pct: 83.30
  worstMarginPinSlew_ps: 743.4
  fin_crit_ps: 4915
  maxSlewHeadroom_pct: 49.77
  max_freq_mhz: 203.5
  setup_ws_ps: 985.1
  finalHoldViolations: 0
  unclocked_regs: 8
  drv_slew: 0
  untimed_endpoints: 8
  setup_tns_ps: 0
  skew_ps: 0
  rsz0062_at_grt: "no"
place:
  gp_congestion: 0.9980
  dp_slack_ps: 1267
  dpl.hpwl_um: 5242
  port_buffers: 21
cells_and_area:
  drive_gt1_share_pct: 10.97
  areaGrowthSynthToFinish_pct: 11.11
  fillCellCount: 498
status:
  run_status: "finished, final reports clean"
worst_hold_path:
  hold_path.class: "reg2reg"
-- synthesized netlist by cell type (all sizes together), types with 2 or more instances --
cell type and n:
and3 2, o21ai 16, nand3 3, buf 9, nand3b 4, inv 20, nor2b 3, xor2 4
mux4 3, o211ai 6, a21oi 11, nand2 24, o21a 4, or3 3, and2 3, ha 24
nor2 17, o31ai 2, nor3 6, dfrtp 22, or4 3, a211oi 2, a31oi 6, clkbuf 9
a21o 6, mux2 20, nor3b 4, nor4 5, mux2i 13, a311oi 2, dlxtp 8, o22ai 3
xnor2 15
-- layout make-up --
class | instances | area (um^2) | area share (%)
flip-flops and latches | 30 | 670.6 | 22.91
inverters | 20 | 75.07 | 2.564
clock buffers | 3 | 41.29 | 1.410
well taps | 70 | 87.58 | 2.991
multi-input cells | 231 | 1805 | 61.67
repair buffers | 26 | 247.7 | 8.462
-- stage by stage --
stage          instance area (um^2)  power (W)  utilization [%]  hold slack [ps]  cells
3_3_place_gp                   2887  0.0005661            56.88            563.6    377
6_report                       2928  0.0006556            57.69            588.7    380
3_5_place_dp                   2887  0.0005685            56.88            572.8    377
4_1_cts                        2928  0.0006584            57.69            591.1    380
5_1_grt                        2928  0.0007104            57.69            636.8    380
2_1_floorplan                  2635  0.0004816                -            523.2    299
-- final timing paths --
path                            depth (start not counted)               endpoint  slack, ps                   from
max in group asynchronous                               3  data_a[3]$_DFFE_PP0P_       4430                  i_rst
min in group asynchronous                               3  data_a[7]$_DFFE_PP0P_       1250                  i_rst
worst min register to register                          1      op[4]$_DFFE_PP0P_        590      op[4]$_DFFE_PP0P_
worst max-delay path                                   12               o_led[6]        990  data_b[0]$_DFFE_PP0P_
worst max register to register                          2      op[0]$_DFFE_PP0P_       4600      op[0]$_DFFE_PP0P_
worst min-delay path                                    1      op[4]$_DFFE_PP0P_        590      op[4]$_DFFE_PP0P_
-- cell usage in the layout, fill, tap and decap left out, types with 3 or more instances in the layout --
cell type / netlist / routed
a21o_1: 6 / 6
a21oi_1: 11 / 11
a31oi_1: 6 / 6
and2_1: 3 / 3
buf_4: 0 / 5
clkbuf_8: 0 / 3
clkdlybuf4s50_1: 0 / 21
dfrtp_1: 22 / 22
dlxtp_1: 8 / 8
ha_1: 24 / 24
inv_1: 19 / 19
mux2_2: 19 / 19
mux2i_1: 13 / 13
mux4_2: 3 / 3
nand2_1: 24 / 24
nand3_1: 3 / 3
nand3b_1: 4 / 4
nor2_1: 17 / 17
nor2b_1: 3 / 3
nor3_1: 5 / 5
nor3b_1: 4 / 4
nor4_1: 5 / 5
o211ai_1: 6 / 6
o21a_1: 4 / 4
o21ai_0: 16 / 16
o22ai_1: 3 / 3
or3_1: 3 / 3
or4_1: 3 / 3
xnor2_1: 15 / 15
xor2_1: 4 / 4
-- layer usage --
metal / vias up / share of wire, %
met3: 18 / 5.7
met4: 0 / 2.9
met1: 1040 / 45
met2: 91 / 46
li1: 1111 / -
met5: - / 0
-- sequential cells by signal (all words and copies together), names as in the netlist --
| signal | flops |
|---|---|
| data_b | 8 |
| alu_instance.feedback | 8 |
| data_a | 8 |
| op | 6 |
-- worst max-delay path: cells and delay by family (launching register included) --
kind,cells,cell delay (ps)
AND-OR/OR-AND,4,770
XOR/XNOR,1,80
adder cells (fa/ha/maj),2,650
buffers and inverters,2,780
flip-flops,1,790
AND/OR/NAND/NOR,3,400
-- power by group through the flow --
stage	Combinational (W)	Clock, W	Sequential [W]
4_1_cts	0.000338	0.0000910	0.000230
5_1_grt	0.000375	0.0000972	0.000238
6_report	0.000337	0.0000879	0.000231
-- cell families (layout without fill, tap and decap cells) --
family / after synthesis / in the layout / share of synthesized area, %
latches: 8 / 8 / 4.558
muxes: 36 / 36 / 16.19
AOI/OAI and AO/OA: 69 / 69 / 17.38
buffers and inverters: 38 / 49 / 6.030
and+or+nand+nor: 82 / 82 / 16.48
xor gates and xnor gates: 19 / 19 / 6.315
DFF: 22 / 22 / 20.89
adders and majority gates: 25 / 25 / 12.16
Power is estimated from default activity; no workload was simulated.
